`flow/design.v`:
```
`timescale 1ns / 1ps
module UART_TX(
    input i_clk,
    input i_reset,
    input i_start,
    input [7:0] i_data_in,
    output o_data_out
    );
    UART_TX_FSM U0(
    .i_clk(i_clk),
    .i_reset(i_reset),
    .i_start(i_start),
    .i_data_in(i_data_in),
    .o_data_out(o_data_out)
    );
endmodule
`timescale 1ns / 1ps
module UART_TX_FSM(
    input i_clk,
    input i_reset,
    input i_start,
    input [7:0] i_data_in,
    output o_data_out
    );
    parameter   S_IDLE  = 4'd0,
                S_START = 4'd1,
                S_D0    = 4'd2,
                S_D1    = 4'd3,
                S_D2    = 4'd4,
                S_D3    = 4'd5,
                S_D4    = 4'd6,
                S_D5    = 4'd7,
                S_D6    = 4'd8,
                S_D7    = 4'd9,
                S_STOP  = 4'd10;
    parameter   BAUD_9600 = 10416;
    reg r_data_out;
    assign o_data_out = r_data_out;
    reg [13:0] r_counter = 0;        
    reg [3:0] curState = S_IDLE;     
    reg [3:0] nextState;             
    always @(posedge i_clk or posedge i_reset) begin
        if(i_reset) begin
            r_counter <= 0;
            curState <= S_IDLE;
        end
        else begin
            if(r_counter == BAUD_9600 - 1) begin         
                r_counter <= 0;
                curState <= nextState;
            end
            else begin
                r_counter <= r_counter + 1;
            end
        end
    end
    always @(curState or i_start) begin
        case (curState)
            S_IDLE  : begin
                if(i_start)     nextState <= S_START;
                else            nextState <= S_IDLE;
            end
            S_START : nextState <= S_D0;
            S_D0    : nextState <= S_D1;
            S_D1    : nextState <= S_D2;
            S_D2    : nextState <= S_D3;
            S_D3    : nextState <= S_D4;
            S_D4    : nextState <= S_D5;
            S_D5    : nextState <= S_D6;
            S_D6    : nextState <= S_D7;
            S_D7    : nextState <= S_STOP;
            S_STOP  : begin
                if(!i_start)    nextState <= S_IDLE;
                else            nextState <= S_STOP;
            end
            default : nextState <= S_IDLE;
        endcase
    end
    always @(*) begin
        case (curState)
            S_IDLE  : r_data_out <= 1;
            S_START : r_data_out <= 0;
            S_D0    : r_data_out <= i_data_in[0];
            S_D1    : r_data_out <= i_data_in[1];
            S_D2    : r_data_out <= i_data_in[2];
            S_D3    : r_data_out <= i_data_in[3];
            S_D4    : r_data_out <= i_data_in[4];
            S_D5    : r_data_out <= i_data_in[5];
            S_D6    : r_data_out <= i_data_in[6];
            S_D7    : r_data_out <= i_data_in[7];
            S_STOP  : r_data_out <= 1;
            default : r_data_out <= 1;
        endcase
    end
endmodule
```
`flow/run.sh`:
```
#!/bin/bash
# OpenROAD 26Q1-2900-gdf79404cd8, Yosys 0.63+post, stock flow scripts
make -C /OpenROAD-flow-scripts/flow DESIGN_CONFIG=/design/flow/config.mk WORK_HOME=/design/flow/orfs finish
```
`flow/config.mk`:
```
export PLATFORM = sky130hd
export DESIGN_NAME = UART_TX
export DESIGN_NICKNAME = UART_TX
export VERILOG_FILES = /design/flow/design.v
export SDC_FILE = /design/flow/constraint.sdc
export NUM_CORES = 4
export LEC_CHECK = 1
export CORE_AREA = 10 10 94 94
export DIE_AREA = 0 0 104 104
```
`flow/constraint.sdc`:
```
current_design UART_TX

set clk_period 3.9
set clk_io_pct 0.2

create_clock -name clk0 -period $clk_period [get_ports {i_clk}]

set non_clock_inputs [all_inputs -no_clocks]
set_input_delay [expr $clk_period * $clk_io_pct] -clock clk0 $non_clock_inputs
set_output_delay [expr $clk_period * $clk_io_pct] -clock clk0 [all_outputs]
```
==> results_slide.txt <==
Physical Implementation Snapshot

Power
  • P_leak: 0.0004945 µW
  • Worst IR Drop VDD: 0.1304 mV
  • Power density over the cells: 286.6 nW/µm²
  • Total power: 352.1 µW

Global routing
  • Largest net degree at the start of global routing: 19
  • Vias in the first global route: 700
  • Global route overflow: 0
  • Tot GR Track Use: 3.322%
  • Global-route wire length before repair: 3.208 mm
  • Initial antenna violation count: 0

STA
  • Setup WS post-layout: 0.8545 ns
  • Max Fclk: 0.3283 GHz
  • Worst slew margin: 55.26%
  • Fin. max-slew vios: 0
  • Tmin final: 3.046 ns
  • Period utilisation layout: 78.09%
  • RSZ-0062 raised after global routing: no
  • Final setup vio count: 0
  • Worst-Margin Slew: 0.6704 ns
  • Clock skew: 0.002756 ns
  • Final hold violation count: 0
  • Setup TNS: 0 ns

Route
  • Via count: 722
  • DR DRC count: 0
  • WL/cell: 8.834 µm
  • Post-route ant nets: 0
  • Vias per cell: 3.522
  • Final wirelength: 1.811 mm
  • Drt first-iter violations: 62
  • First-pass iteration count of the detailed router: 3
  • Antenna cell count: 0

CTS
  • Clk sinks: 18
  • Clk latency late pin: 0.25 ns
  • H-tree depth: 1
  • Root buffer cell: clkbuf_8
  • Clk slew on worst S/H paths: 0.07 ns
  • CTS tree: done
  • Post_cts resized: 0
  • Max clock buf depth: 2
  • Hold-fix buffers at CTS: 0
  • CTS Buf Count: 3
  • Post-CTS Setup Inserts: 0

Finish
  • Area Growth Syn to Fin: 27.37%
  • Share of cells above drive strength 1: 7.339%
  • Final core occ: 17.99%

Synth
  • Flops out of synthesis: 18
  • Yosys top cell area share: 46.69%
  • Netlist cell types: 33
  • Yosys synthesis chip area: 964.7 µm²
  • Synth Area per Inst: 9.744 µm²
  • Mapped Area: 964.7 µm²
  • # Cells Yosys: 99
  • Area leader, netlist: dfrtp_1
  • Mapped Cells: 99
  • Top cells by area: dfrtp_1, xnor2_1, nor2_1, nand3_1, o21ai_0
  • YS warnings: 1
  • Synth Seq Share: 46.69%

Place
  • GPL Wtd Cong: 0.7853
  • Half-perimeter wire length after placement: 1.306 mm
  • Post-Place Worst Slack: 0.8333 ns
  • I/O Buffers: 11

Critical path
  • Worst Setup End Kind: primary output
  • Crit path DRT: 3.12 ns
  • Crit path max fanout: 1
  • Worst setup SP type: input port
  • Arr. time, crit path: 2.27 ns
  • Path type of the worst setup path: in -> out

Die
  • Chip area: 10820 µm²
  • Die Wd: 104 µm
  • Core area: 6832 µm²
  • IO Count: 12
  • Floorplan utilization: 14.12%
  • Die Y: 104 µm
  • Cell row count: 30

Flow run
  • Tool warnings: 25
  • Max-cap violations: 0

Worst hold path
  • Hold crit path type: reg -> reg

Status
  • Outcome: complete, no violations
cell usage in the layout (no fill, tap or decap), types with 3 or more instances in the layout:
master           count
xor2_1               3
o21ai_0              6
nand3_1              7
dfrtp_1             18
nor2_1              10
inv_1                4
nand2b_1             3
nand4_1              4
clkbuf_8             4
clkdlybuf4s50_1     11
xnor2_1              8
nand2_1              6
through the flow:
step           hold slack, ns  cells  instance area (µm²)
2_1_floorplan          0.4474     99                964.7
3_3_place_gp           0.4767    201                 1174
3_5_place_dp           0.4823    201                 1174
4_1_cts                0.4954    205                 1229
5_1_grt                0.5210    205                 1229
6_report               0.5043    205                 1229
report_power, final:
| part | leakage (µW) | switching [µW] | internal, µW |
|---|---|---|---|
| combinational | 0.000234 | 5.50 | 11.2 |
| clock | 0.0000288 | 59.2 | 89.6 |
| sequential | 0.000231 | 0 | 187 |
cells by family after synthesis:
family / share of synthesized area [%]
fa+ha+maj: 1.297
buf+inv: 3.761
xor+xnor: 9.988
simple gates: 25.55
mux: 3.372
flops: 46.69
compound gates: 9.340
final cells by class:
class / count / area [µm²]
timing repair buffer: 11 / 110.1
clock buffer: 4 / 55.05
tap: 96 / 120.1
multi-input combinational: 72 / 478.0
sequential: 18 / 450.4
inverter: 4 / 15.01
fill: 788 / 5603
flip-flops by register name, summed over array words and instances, names as in the netlist:
name / cells
U0.r_counter: 14
U0.curState: 4
critical path: stages:
cell	delay [ns]
clkdlybuf4s50_1	0.39
mux4_2	0.45
o21ai_0	0.14
o21ai_0	0.10
clkdlybuf4s50_1	0.41
worst paths after layout:
kind                       slack, ns  cells past startpoint                       from                         end
min in group asynchronous       0.93                      2                    i_reset   U0.r_counter[4]$_DFF_PP0_
max in group asynchronous       2.54                      2                    i_reset   U0.r_counter[8]$_DFF_PP0_
min                             0.50                      1  U0.r_counter[0]$_DFF_PP0_   U0.r_counter[0]$_DFF_PP0_
min reg2reg                     0.50                      1  U0.r_counter[0]$_DFF_PP0_   U0.r_counter[0]$_DFF_PP0_
max                             0.85                      5               i_data_in[5]                  o_data_out
max reg2reg                     2.00                      5  U0.r_counter[0]$_DFF_PP0_  U0.curState[3]$_DFFE_PP0N_
Yosys cell counts:
cell / count
nor2b_1: 1
nor4bb_1: 2
mux4_2: 1
nor3_1: 1
or4_1: 1
or4_4: 1
and2_1: 1
a32o_1: 1
dfrtp_1: 18
a21boi_0: 1
a31o_2: 1
xor2_1: 3
nor2_1: 10
nand3_1: 7
mux2i_1: 1
and3_1: 2
nand2_1: 6
o31ai_1: 1
buf_2: 2
nor4_1: 1
ha_1: 1
a21oi_1: 2
a22oi_1: 1
a21oi_2: 1
xnor2_1: 8
clkbuf_1: 3
and4_1: 2
nor3b_1: 1
inv_1: 4
o21ai_0: 6
nand2b_1: 3
nand3b_1: 1
nand4_1: 4
per-layer routing:
metal | routed length, µm | global-route usage, % | vias to the layer above
li1 | - | - | 369
met3 | 45 | 0.8772 | 2
met1 | 890 | 4.325 | 345
met2 | 819 | 5.360 | 6
met5 | 0 | 0 | -
met4 | 56 | 0.7952 | 0
Power figures rest on the tool's default switching activity, not on a simulated workload.
